<file path="flow/run.sh">
#!/bin/bash
# OpenROAD 26Q1-2900-gdf79404cd8, Yosys 0.63+post, stock flow scripts
make -C /OpenROAD-flow-scripts/flow DESIGN_CONFIG=/design/flow/config.mk WORK_HOME=/design/flow/orfs finish
</file>
<file path="flow/config.mk">
export PLATFORM = sky130hd
export DESIGN_NAME = uart_top
export DESIGN_NICKNAME = uart_top
export VERILOG_FILES = /design/flow/design.v
export SDC_FILE = /design/flow/constraint.sdc
export NUM_CORES = 4
export LEC_CHECK = 1
export CORE_UTILIZATION = 30
</file>
<file path="flow/constraint.sdc">
current_design uart_top

set clk_period 3.0
set clk_io_pct 0.2

create_clock -name clk0 -period $clk_period [get_ports {clk_A}]
create_clock -name clk1 -period $clk_period [get_ports {clk_B}]

set non_clock_inputs [all_inputs -no_clocks]
set_input_delay [expr $clk_period * $clk_io_pct] -clock clk0 $non_clock_inputs
set_output_delay [expr $clk_period * $clk_io_pct] -clock clk0 [all_outputs]
</file>
<file path="flow/design.v">
`timescale 1ns / 1ps
module reciever #(
    parameter   WORD_SIZE = 8,   
                PULSE_WIDTH = 4,  
                PACKET_SIZE = 10  
    )(
    input logic clk, rstn, rx,
    output logic rx_valid,
    output logic [WORD_SIZE-1:0]data_bits
    );
    typedef enum logic [2:0] {IDLE, START, DATA, STOP} statetype;    
    statetype state;                                     
    localparam PULSE_WIDTH_BITS = $clog2(PULSE_WIDTH);   
    localparam WORD_SIZE_BITS = $clog2(WORD_SIZE);       
    logic [PULSE_WIDTH_BITS-1:0] clk_cnt;
    logic [WORD_SIZE_BITS-1:0] data_cnt;
    assign rx_valid = (state==IDLE);
    always_ff @(posedge clk or negedge rstn) begin
        if (!rstn) begin
            state <= IDLE;
            data_bits <= '0;
            data_cnt <= 0;
            clk_cnt <= 0;
            end
        else case (state)
            IDLE: begin
                if (rx==0) state <= START;
                end
            START: begin
                if (clk_cnt == PULSE_WIDTH/2-1) begin
                    state <= DATA;   
                    clk_cnt <= 0;    
                    end
                else clk_cnt += 1;   
                end
            DATA: begin
                if (clk_cnt == PULSE_WIDTH-1) begin
                    clk_cnt <= 0;        
                    data_bits[data_cnt] <= rx;     
                    if (data_cnt == WORD_SIZE-1) begin
                        data_cnt <= 0;       
                        state <= STOP;       
                        end
                    else data_cnt += 1;      
                    end
                else clk_cnt += 1;   
                end
            STOP: begin
                if (clk_cnt == PULSE_WIDTH-1) begin
                    state <= IDLE;           
                    clk_cnt <= 0;            
                    end
                else clk_cnt += 1;   
                end
            endcase
        end
endmodule
`timescale 1ns / 1ps
module transmitter #(
    parameter 
    WORD_SIZE = 8,  		 
    PULSE_WIDTH = 4, 	 
    PACKET_SIZE = 10 	 
    )
    (
    input logic clk, rstn, send_valid,
    input logic [WORD_SIZE-1:0]data_bits, 							 
    output logic tx_ready, tx
    );
    typedef enum logic [1:0] {IDLE, SEND} statetype;    			 
    statetype state;                                    			 
    localparam PACKET_WIDTH_BITS = $clog2(PACKET_SIZE); 			 
    localparam PULSE_WIDTH_BITS = $clog2(PULSE_WIDTH); 			 
    logic [PACKET_SIZE-1:0] data_packet;
    logic [PACKET_SIZE-1:0] send_packet;
    assign send_packet = {1'b1, data_bits, 1'b0}; 					 
    logic tx_reg;
    assign tx = tx_reg;
    logic [PACKET_WIDTH_BITS-1:0] data_cnt;
    logic [PULSE_WIDTH_BITS-1:0] clk_cnt;
    assign tx_ready = (state==IDLE);
    always_ff @(posedge clk or negedge rstn) begin
        if (!rstn) begin
            state <= IDLE;
            data_packet <= '1;
            data_cnt <= 0;
            clk_cnt <= 0;
				tx_reg <= 1'b1; 												 
            end
        else case (state)
            IDLE: if (send_valid) begin
                state <= SEND;                 						 
                data_packet <= send_packet;    						 
					 data_cnt <= 0;											 
					 tx_reg <= send_packet[0];								 
					 end
            SEND: begin
                if (clk_cnt == PULSE_WIDTH-1) begin
                    clk_cnt <= 0;                                
                    if (data_cnt == PACKET_SIZE-1) begin         
                        data_packet <= '1;
                        data_cnt <= 0;
                        state <= IDLE;
								tx_reg <= 1'b1;                          
                        end
                    else begin                                   
                        data_cnt <= data_cnt + 1;                
                        data_packet <= (data_packet >> 1);       
                        tx_reg <= data_packet[1];					  
								end
                    end 
                else clk_cnt <= clk_cnt + 1;                     
                end
            endcase
    end
endmodule
`timescale 1ns / 1ps
module uart #(
    parameter   
        WORD_SIZE = 8,   
        PULSE_WIDTH = 4,  
        PACKET_SIZE = 10  
    )(
    input logic clk, rstn, 
                send_valid, 
                rx,
    input logic [WORD_SIZE-1:0] data_bits_tx, 
    output logic [WORD_SIZE-1:0] data_bits_rx,
    output logic rx_valid, 
                tx_ready, tx
    );
    transmitter #(
            .WORD_SIZE(WORD_SIZE),
            .PULSE_WIDTH(PULSE_WIDTH),
            .PACKET_SIZE(PACKET_SIZE)
    ) UART_TX (
            .clk(clk),
            .rstn(rstn),
            .send_valid(send_valid),
            .data_bits(data_bits_tx),
            .tx_ready(tx_ready),
            .tx(tx)
            ); 
    reciever #(
            .WORD_SIZE(WORD_SIZE),
            .PULSE_WIDTH(PULSE_WIDTH),
            .PACKET_SIZE(PACKET_SIZE)
    ) UART_RX (
            .clk(clk),
            .rstn(rstn),
            .data_bits(data_bits_rx),
            .rx(rx),
            .rx_valid(rx_valid)
            ); 
endmodule
`timescale 1ns / 1ps
module uart_top #(
    parameter   
        WORD_SIZE = 8,   
        PULSE_WIDTH = 4,  
        PACKET_SIZE = 10  
    )(
    input logic clk_A, clk_B, rstn_A, rstn_B,
    input logic [WORD_SIZE-1:0] data_bits_tx_A, data_bits_tx_B,
    input logic send_valid_A, send_valid_B,  
    output logic tx_ready_A, tx_ready_B, tx_A, tx_B, rx_valid_A, rx_valid_B,
    output logic [WORD_SIZE-1:0] data_bits_rx_A, data_bits_rx_B
    );
    logic rx_A, rx_B;
    uart #(.WORD_SIZE(WORD_SIZE),
           .PULSE_WIDTH(PULSE_WIDTH),
           .PACKET_SIZE(PACKET_SIZE)
           ) 
           UART_A (
            .clk(clk_A), .rstn(rstn_A),
            .send_valid(send_valid_A), .data_bits_tx(data_bits_tx_A),
            .tx_ready(tx_ready_A), .tx(tx_A),
            .rx(rx_A), .data_bits_rx(data_bits_rx_A), .rx_valid(rx_valid_A)
        );
    uart #(.WORD_SIZE(WORD_SIZE),
           .PULSE_WIDTH(PULSE_WIDTH),
           .PACKET_SIZE(PACKET_SIZE)
           ) 
           UART_B (
            .clk(clk_B), .rstn(rstn_B),
            .send_valid(send_valid_B), .data_bits_tx(data_bits_tx_B),
            .tx_ready(tx_ready_B), .tx(tx_B),
            .rx(rx_B), .data_bits_rx(data_bits_rx_B), .rx_valid(rx_valid_B)
        );
    assign rx_A = tx_B;
    assign rx_B = tx_A;
endmodule
</file>
==> results.toml <==
# yosys + openroad results
[status]
status = "finished clean"

[critical_path]
crit_cells = 1
crit_chain = "clkdlybuf4s50_1"
path_class = "register to primary output"
max_stage_delay_ns = 0.66
cp.required_ns = 2.40
crit_path_end_kind = "primary output"
reg2reg_depth = 4
cp.arrival_ns = 1.45
r2r-start = "UART_B.UART_TX.state[1]"
crit_path_start_kind = "register"
rrSetupSlack_ns = 1.11
path_delay_family = "flip-flops"
worst-path-buf-inv = 1
crit_end = "tx_B"
cp_max_fo = 10
cpMaxStageDelayCell = "dfstp_2"
worstSetupStartpoint = "UART_B.UART_TX.tx_reg"
rr_endpoint = "UART_B.UART_TX.data_packet[1]"

[logic_synthesis]
syn_area_sq_um = 3570
ys_warn_count = 2
syn_avg_cell_area_sq_um = 10.88
syn_inst = 328
synth_cell_types = 40
ys_area_sq_um = 3570
edf_count = 0
async_flop_share_pct = 100.0
synth-main-ff-cell = "dfrtp_1"
ys_seq_share_pct = 49.91
ys.flops = 70
yosysCellCount = 328

[power_and_ir_drop]
internal_power_uw = 2388
combPwrFrac_pct = 24.1
p_sw_uw = 959.5
p_leak_uw = 0.001895
power.share.switching_pct = 28.66
powerDensity_nw_per_um2 = 756.8
power_frac_seq_pct = 45.7
clkPwrFrac_pct = 30.2
vdd_drop_max_mv = 0.5020

[run]
drv_cap = 0
warning_count = 36

[detailed_routing]
drt_wl_total_microns = 6529
ant_nets = 0
firstDrtPassIters = 20
drt-initial-drc-count = 84
wl_per_cell_microns = 12.53
n_antenna_cell = 0
drt-vias-per-instance = 4.912
drc = 0
vias = 2559

[worst_hold_path]
hold_path.class = "register to register"
hp-start = "UART_A.UART_RX.data_bits[3]"

[floorplan]
coreArea_sq_um = 11520
ioPinCount = 44
dieWidth_microns = 111.1
fp_util_pct = 31.00
chip_area_sq_um = 12340
rows = 39
die_h_microns = 111.1

[sta]
clock_skew_ns = 0.005073
slew-limit-headroom_pct = 46.92
setup_slack_ns = 0.9530
worst_pin_slew_ns = 0.7962
rsz0062_at_grt = "false"
hold_violations = 0
setup_viol = 0
slew_violations = 0
tns_ns = 0

[cells_and_area]
reg_top3 = "UART_A.UART_TX.data_packet: 9 flops, UART_B.UART_TX.data_packet: 9 flops"
fill_cells = 1097
comb_area_sq_um = 1610
area_growth_pct = 23.90
layout_top_cell = "dfrtp_1"
fin_cells = 521
drive_gt1_share_pct = 19.84
seq_area_sq_um = 1782
final_core_util_pct = 38.41
mostFrequentLayoutCells = "dfrtp_1, clkdlybuf4s50_1, inv_1, mux2_2, nor2_1"

[placed_design]
dp_slack_ns = 0.9699
dp_cells = 505
dp_hpwl_microns = 4540
port_buffers = 42
routabilityCongestion = 0.8071

[global_route]
grt_max_degree = 36
track_usage_pct = 11.40
antenna_found_initial = 0
grt_pass1_vias = 2485
grt_pass1_wl_microns = 11460
grt_overflow = 0

[clocking]
hold_buffers = 0
post-cts-setup-buffer-count = 0
ctsResizeCount = 0
cts_tree = "yes"
clk_pin_slew_worst_paths_ns = 0.05
cts_sinks = 70
-- power by group through the flow --
stage,sequential (uW),clock (uW),combinational (uW)
after CTS,1540,1040,818
after global routing,1580,1090,918
final,1530,1010,808
-- cells in the mapped netlist (all sizes together) (3+ instances only) --
master / count / area [sq um]
dfrtp: 46 / 1151
inv: 30 / 112.6
mux2: 30 / 337.8
nor2: 27 / 108.9
dfstp: 24 / 630.6
ha: 20 / 250.2
o21ai: 18 / 90.09
a31oi: 17 / 106.4
nand2: 17 / 63.81
nand3: 13 / 65.06
nand3b: 8 / 60.06
o2bb2ai: 8 / 70.07
clkbuf: 7 / 26.28
mux2i: 7 / 70.07
nand2b: 7 / 43.79
a22o: 6 / 52.55
buf: 4 / 38.78
nand4: 4 / 25.02
nor2b: 4 / 32.53
nor4: 4 / 25.02
o31ai: 3 / 22.52
or3: 3 / 23.77
-- metrics by stage --
step | power, uW | cell area (sq um) | hold WS (ns)
final | 3347 | 4423 | 0.4830
after global routing | 3581 | 4423 | 0.4961
after CTS | 3398 | 4423 | 0.4911
after global placement | 2345 | 4126 | 0.4771
after detailed placement | 2364 | 4126 | 0.4743
after floorplan | 2136 | 3570 | 0.3044
-- worst min-delay path by stage --
stage | endpoint | slack, ns | cells after the start
finish | UART_A.UART_RX.data_bits[3] | 0.48 | 1
global route | UART_A.UART_RX.data_bits[3] | 0.50 | 1
CTS | UART_A.UART_RX.data_bits[3] | 0.49 | 1
-- logic make-up after synthesis --
logic type	synth area share (%)
buffers and inverters	4.977
xor gates and xnor gates	0.9816
AOI/OAI and AO/OA	11.50
muxes	11.43
DFF	49.91
adders and majority gates	7.010
and+or+nand+nor	14.20
-- routing by layer --
metal	up-vias	share of wire, %	GRT usage, %
met5	-	0	0
met4	0	1.5	2.072
met3	8	4.6	2.118
met2	58	46	18.36
met1	1240	48	16.65
li1	1253	-	-
-- cell type report --
| class | count | share of cell area, % |
|---|---|---|
| Multi-Input combinational cell | 217 | 36.41 |
| Sequential cell | 70 | 40.28 |
| Clock buffer | 13 | 6.365 |
| Tap cell | 143 | 4.045 |
| Inverter | 30 | 2.546 |
| Clock inverter | 3 | 0.3395 |
| Timing Repair Buffer | 45 | 10.01 |
No activity file was given, so power comes from the tool's default toggle rates.
